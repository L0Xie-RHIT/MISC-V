File: flow/run.sh
#!/bin/bash
# OpenROAD 26Q1-2900-gdf79404cd8, Yosys 0.63+post, stock flow scripts
make -C /OpenROAD-flow-scripts/flow DESIGN_CONFIG=/design/flow/config.mk WORK_HOME=/design/flow/orfs finish
File: flow/config.mk
export PLATFORM = sky130hd
export DESIGN_NAME = Write_Stage
export DESIGN_NICKNAME = Write_Stage
export VERILOG_FILES = /design/flow/design.v
export SDC_FILE = /design/flow/constraint.sdc
export NUM_CORES = 4
export LEC_CHECK = 1
export CORE_UTILIZATION = 30
File: flow/constraint.sdc
current_design Write_Stage

set clk_period 2.1
set clk_io_pct 0.2

create_clock -name clk0 -period $clk_period [get_ports {clk}]

set non_clock_inputs [all_inputs -no_clocks]
set_input_delay [expr $clk_period * $clk_io_pct] -clock clk0 $non_clock_inputs
set_output_delay [expr $clk_period * $clk_io_pct] -clock clk0 [all_outputs]
File: flow/design.v
module MEM_WB(
    input [0:0] IRegWrite,
    input [1:0] IRegStore,
    input [15:0] IPCP2,
    input [15:0] IALUResult,
    input [15:0] IStoreMem,
    input [2:0] IRd,
    input CLK,
    input Reset,
    input RegWrite,
    output reg[0:0] ORegWrite,
    output reg[1:0] ORegStore,
    output reg[15:0] OPCP2,
    output reg[15:0] OALUResult,
    output reg[15:0] OStoreMem,
    output reg[2:0] ORd
);
always @ (posedge(CLK))
begin
    if (Reset != 1) begin
        if(RegWrite == 1) begin
            ORegWrite = IRegWrite;
            ORegStore = IRegStore;
            OPCP2 = IPCP2;
            OALUResult = IALUResult;
            OStoreMem = IStoreMem;
            ORd = IRd;
        end
    end else begin 
            ORegWrite = 0;
            ORegStore = 0;
            OPCP2 = 0;
            OALUResult = 0;
            OStoreMem = 0;
            ORd = 0;
    end
end
endmodule
module Write_Stage(
    input reset,
    input clk,
    input RegWrite,
    input [1:0] RegStore,
    input [15:0] IPCP2,
    input [15:0] ALUResult,
    input [15:0] StoreMem,
    input [2:0] rdWB,
    output [15:0] loadData,
    output [2:0] loadAddr,
    output [0:0] regWriteOut
);
wire [15:0] StoreMemCon;
wire [15:0] ALUResultCon;
wire [1:0] RegStoreCon;
wire [15:0] PCP2Con;
MEM_WB MEMWBRB(
    .IRegWrite(RegWrite),
    .IRegStore(RegStore),
    .IPCP2(IPCP2),
    .IALUResult(ALUResult),
    .IStoreMem(StoreMem),
    .IRd(rdWB),
    .CLK(clk),
    .Reset(reset),
    .RegWrite(1'b1),
    .ORegWrite(regWriteOut),
    .ORegStore(RegStoreCon),
    .OPCP2(PCP2Con),
    .OALUResult(ALUResultCon),
    .OStoreMem(StoreMemCon),
    .ORd(loadAddr)
);
mux16b4 RegStoreMux(
    .a(StoreMemCon),
    .b(ALUResultCon),
    .c(PCP2Con),
    .d(16'b0),
    .s(RegStoreCon),
    .r(loadData)
);
endmodule
module mux16b4(
    input[15:0] a,
    input[15:0] b,
    input[15:0] c,
    input[15:0] d,
    input[1:0] s,
    output[15:0] r
    );
assign r = s[1] ? (s[0] ? d : c) : (s[0] ? b : a); 
endmodule
==> results.txt <==
fresh numbers from the pnr run: Synth Instances=approximately 150, Power, Total=2.04 mW, DP Worst Slack=around 230 ps, post-synth cell types=9, final worst path period share=96.4%, initial antenna violation count=0, Max Cap Viol=0, via count=between 1000 and 1500, Max rail drop VDD=409 uV, routed metal-1 wirelength=1.62 mm, Hold WC Path Type=primary input to flip-flop, Tmin final=2020 ps, fin cells=~310, Least-Margin Pin Slew=234 ps, fp_density=31.4%, clk buf depth=2, worst path arrival time=1600 ps, vias in the first global route=1206, Ant. Diodes=0, clock slew at reported path FFs=100 ps, DRT Pass-1 Iters=2, P_sw=0.406 mW, Critical Path, Cell by Cell=nor2b_4 -> buf_6 -> o2bb2ai_1 -> clkdlybuf4s50_1, Crit path required time=1680 ps, Hold Vio Cnt, Final=0, Tool Warnings=26, core area=0.00596 mm^2, PwrDens=711 mW/mm^2, CP endpoint kind=output port, startpoint types=flip-flop, final core utilization=48.3%, drt initial violations=58, final setup violation count=0, RSZ-0062 raised after global routing=yes, Internal=between 1.5 and 2 mW, first-pass GRT wire length=5.80 mm, detailed route wirelength on metal3=176 um, Setup CP Type=flip-flop to output port, global route overflow=0, Num CTS Buffers=5, mapped cell area=approximately 0.0019 mm^2, die width=81.0 um, crit path max fanout=7, root buf cell=clkbuf_8, die y size=slightly above 80 um, largest net degree at the start of global routing=49, sequential share of power=between 50% and 60%, post-DP HPWL=~2.6 mm, Top Family by Delay on Critical Path=buffers and inverters, routability cong.=roughly 0.75, chip area=0.00656 mm^2, status=finished clean, final worst slack=76.2 ps, logic gate share of total power=a little over an eighth, Static Leak=approximately 1.3 nW, yosys stat area=approximately 0.0019 mm^2, dpl cells=298, Crit-path slowest cell=clkdlybuf4s50_1, Total GRT Usage=a little under an eighth, # IOs=76, fmax=494 MHz, TritonCTS Sinks=54, DRC viols=0, Post-synth seq share=57.8%, Highest Signal Layer=met4, Synthesized registers=54, Final Max Slew Viols=0, Hold-fix buffers, CTS=0, port bufs=75, Top Layout Cells=clkdlybuf4s50_1 (68), dfxtp_1 (52), and2b_1 (42), mux2i_1 (16), o2bb2ai_1 (16), Largest stage delay, worst path=480 ps, Via density=between 4 and 5, DRT antenna net count=0, Met2 Routed Length=1.78 mm, WL/cell=around 12 um, switch share=between 10% and 20%, most numerous logic cell after layout=clkdlybuf4s50_1, Post-Syn Area per Cell=between 10 and 15 um^2, share of cells above drive strength 1=9.32%, Rel. slew slack=84.4%, ys cells=152, std cell rows=28, clock group share of total power=33.1%, Routed WL=3.64 mm, CTS tree=yes, H-tree levels=2, Ys Warns=1, Layout area overhead=53.7%, WP buf/inv=2
-- area by class of cell --
type | count | area, um^2
Fill cell | 535 | 3080
Tap cell | 75 | 93.8
Clock buffer | 6 | 72.6
Sequential cell | 54 | 1090
Multi-Input combinational cell | 87 | 704
Clock inverter | 2 | 37.5
Timing Repair Buffer | 87 | 882
-- cells by family after synthesis --
family / count (synthesis) / synth area share (%)
AOI/OAI and AO/OA: 16 / 7.49
buffers and inverters: 11 / 4.61
DFF: 54 / 57.8
muxes: 16 / 8.56
and+or+nand+nor: 55 / 21.6
-- what timing repair did --
| action | CTS | global route |
|---|---|---|
| pin swaps | 0 | 1 |
| gates resized | 1 | 12 |
| setup endpoints to repair | 16 | 16 |
| cloned | 0 | 0 |
| setup buffers | 0 | 5 |
| hold endpoints to repair | 0 | 0 |
-- per-layer routing --
metal  global-route usage, %  up-vias
met5                       0        -
met4                    1.61        0
met3                    2.05        6
met2                    20.1       33
met1                    16.8      546
li1                        -      661
-- worst paths after layout --
| kind | from | end | slack [ps] | cells after the start |
|---|---|---|---|---|
| worst max-delay path | MEMWBRB.ORegStore[1] | loadData[8] | 80 | 4 |
| worst min-delay path | IPCP2[6] | MEMWBRB.OPCP2[6] | 660 | 2 |
-- cells in the mapped netlist --
master	instances	area (um^2)
buf_6	3	33.8
buf_8	2	30.0
dfxtp_1	54	1080
nor2b_1	12	75.1
mux2i_1	16	160
nor2b_4	1	13.8
clkbuf_1	6	22.5
o2bb2ai_1	16	140
and2b_1	42	315
-- stage by stage --
stage	hold slack, ps	TNS, ps	area [um^2]
2_1_floorplan	492	0	1870
3_3_place_gp	982	0	2700
3_5_place_dp	982	0	2700
4_1_cts	656	0	2810
5_1_grt	665	-19.2	2880
6_report	663	0	2880
-- flip-flops by register name, indices dropped and copies added (netlist names) --
name                count
MEMWBRB.OALUResult     16
MEMWBRB.OPCP2          16
MEMWBRB.OStoreMem      16
MEMWBRB.ORd             3
MEMWBRB.ORegStore       2
MEMWBRB.ORegWrite       1
-- power groups by stage --
stage,registers (mW),clock network [mW],logic [mW]
4_1_cts,1.10,0.703,0.275
5_1_grt,1.10,0.752,0.301
6_report,1.09,0.678,0.273
No activity file was given, so power comes from the tool's default toggle rates.
