**/design/flow/config.mk**
```make
export PLATFORM = sky130hd
export DESIGN_NAME = Execute_Stage
export DESIGN_NICKNAME = Execute_Stage
export VERILOG_FILES = /design/flow/design.v
export SDC_FILE = /design/flow/constraint.sdc
export NUM_CORES = 4
export LEC_CHECK = 1
export CORE_UTILIZATION = 50
```
**/design/flow/constraint.sdc**
```tcl
current_design Execute_Stage

set clk_period 13.2
set clk_io_pct 0.2

create_clock -name clk0 -period $clk_period [get_ports {clk}]

set non_clock_inputs [all_inputs -no_clocks]
set_input_delay [expr $clk_period * $clk_io_pct] -clock clk0 $non_clock_inputs
set_output_delay [expr $clk_period * $clk_io_pct] -clock clk0 [all_outputs]
```
**/design/flow/design.v**
```verilog
module ALU(
	input signed [15:0] FirstInput,
	input signed [15:0] SecondInput,
	input [2:0] ALUOp,
    output reg signed[15:0]OutputData
);
always @ (*)
    begin
        if (ALUOp == 0) begin 
                    OutputData = 0;
        end else if (ALUOp == 1) begin 
            OutputData = SecondInput + FirstInput;
        end else if (ALUOp == 2) begin 
                    OutputData = FirstInput - SecondInput;
        end else if (ALUOp == 3) begin 
                    OutputData = FirstInput | SecondInput;
        end else if (ALUOp == 4) begin 
                    OutputData = FirstInput & SecondInput;
        end else if (ALUOp == 5) begin 
                    OutputData = FirstInput << SecondInput;
        end else if (ALUOp == 6) begin 
                    OutputData = FirstInput >> SecondInput;
        end else if (ALUOp == 7) begin 
                    OutputData = (FirstInput | SecondInput) & ~(FirstInput & SecondInput);
        end 
    end
endmodule
module Execute_Stage(
    input IRegWrite,
    input IALUSrc,
    input [2:0] IALUOp,
    input IMemWrite,
    input IMemRead,
    input [1:0] IRegStore,
    input [15:0] IPCP2,
    input [15:0] I1stArg,
    input [15:0] I2ndArg,
    input [15:0] I3rdArg,
    input [15:0] Imm,
    input [2:0] IRs1,
    input [2:0] IRs2,
    input [2:0] IRd,
    input [15:0] ALUResultMEM,
    input [15:0] loadDataWB,
    input [1:0] muxFwd1select,
    input [1:0] muxFwd2select,
    input [0:0] muxFwd3select,
    input reset,
    input clk,
    input RB_write,
    output ORegWrite,
    output [1:0] ORegStore,
    output OMemWrite,
    output OMemRead,
    output [15:0] OPCP2,
    output [15:0] OALUResult,
    output [15:0] O3rdArg,
    output [2:0] ORs1,
    output [2:0] ORs2,
    output [2:0] ORd
);
wire ALUSrcCon;
wire [2:0] ALUOpCon;
wire [15:0] arg1;
wire [15:0] arg2;
wire [15:0] arg3;
wire [15:0] immCon;
ID_EX IDEXRB (
    .IRegWrite(IRegWrite),
    .IALUSrc(IALUSrc),
    .IALUOP(IALUOp),
    .IMemWrite(IMemWrite),
    .IMemRead(IMemRead),
    .IRegStore(IRegStore),
    .IPCP2(IPCP2),
    .I1stArg(I1stArg),
    .I2ndArg(I2ndArg),
    .I3rdArg(I3rdArg),
    .IImm(Imm),
    .IRs1(IRs1),
    .IRs2(IRs2),
    .IRd(IRd),
    .CLK(clk),
    .Reset(reset),
    .RB_write(RB_write),
    .ORegWrite(ORegWrite),
    .OALUSrc(ALUSrcCon),
    .OALUOP(ALUOpCon),
    .OMemWrite(OMemWrite),
    .OMemRead(OMemRead),
    .ORegStore(ORegStore),
    .OPCP2(OPCP2),
    .O1stArg(arg1),
    .O2ndArg(arg2),
    .O3rdArg(arg3),
    .OImm(immCon),
    .ORs1(ORs1),
    .ORs2(ORs2),
    .ORd(ORd)
);
wire [15:0] arg1MuxCon;
wire [15:0] arg2MuxCon;
mux16b4 arg1mux(
    .a(ALUResultMEM),
    .b(loadDataWB),
    .c(arg1),
    .d(16'b0),
    .s(muxFwd1select),
    .r(arg1MuxCon)
);
mux16b4 arg2mux(
    .a(ALUResultMEM),
    .b(loadDataWB),
    .c(arg2),
    .d(16'b0),
    .s(muxFwd2select),
    .r(arg2MuxCon)
);
mux16b2 fwd3rdargData(
    .a(loadDataWB),
    .b(arg3),
    .s(muxFwd3select),
    .r(O3rdArg)
);
wire [15:0] ALUIn2;
mux16b2 ALUIn2Mux(
    .a(immCon),
    .b(arg2MuxCon),
    .s(ALUSrcCon),
    .r(ALUIn2)
);
ALU exALU(
    .FirstInput(arg1MuxCon),
    .SecondInput(ALUIn2),
    .ALUOp(ALUOpCon),
    .OutputData(OALUResult)
);
endmodule
module ID_EX(
    input [0:0] IRegWrite,
    input [0:0] IALUSrc,
    input [2:0] IALUOP,
    input [0:0] IMemWrite,
    input [0:0] IMemRead,
    input [1:0] IRegStore,
    input [15:0] IPCP2,
    input [15:0] I1stArg,
    input [15:0] I2ndArg,
    input [15:0] I3rdArg,
    input [15:0] IImm,
    input [2:0] IRs1,
    input [2:0] IRs2,
    input [2:0] IRd,
    input CLK,
    input Reset,
    input RB_write,
    output reg[0:0] ORegWrite,
    output reg[0:0] OALUSrc,
    output reg[2:0] OALUOP,
    output reg[0:0] OMemWrite,
    output reg[0:0] OMemRead,
    output reg[1:0] ORegStore,
    output reg[15:0] OPCP2,
    output reg[15:0] O1stArg,
    output reg[15:0] O2ndArg,
    output reg[15:0] O3rdArg,
    output reg[15:0] OImm,
    output reg[2:0] ORs1,
    output reg[2:0] ORs2,
    output reg[2:0] ORd
);
always @ (posedge(CLK))
begin
    if (Reset != 1) begin
        if(RB_write == 1) begin
            ORegWrite <= IRegWrite;
            OALUSrc <= IALUSrc;
            OALUOP <= IALUOP;
            OMemWrite <= IMemWrite;
            OMemRead <= IMemRead;
            ORegStore <= IRegStore;
            OPCP2 <= IPCP2;
            O1stArg <= I1stArg;
            O2ndArg <= I2ndArg;
            O3rdArg <= I3rdArg;
            OImm <= IImm;
            ORs1 <= IRs1;
            ORs2 <= IRs2;
            ORd <= IRd;
        end
    end else begin 
            ORegWrite = 0;
            OALUSrc = 0;
            OALUOP = 0;
            OMemWrite = 0;
            OMemRead = 0;
            ORegStore = 0;
            OPCP2 = 0;
            O1stArg = 0;
            O2ndArg = 0;
            O3rdArg = 0;
            OImm = 0;
            ORs1 = 0;
            ORs2 = 0;
            ORd = 0;
    end
end
endmodule
module mux16b2(
    input[15:0] a,
    input[15:0] b,
    input[0:0] s,
    output[15:0] r
);
assign r = (s == 0) ? a : b;
endmodule
module mux16b4(
    input[15:0] a,
    input[15:0] b,
    input[15:0] c,
    input[15:0] d,
    input[1:0] s,
    output[15:0] r
    );
assign r = s[1] ? (s[0] ? d : c) : (s[0] ? b : a); 
endmodule
```
**/design/flow/run.sh**
```bash
#!/bin/bash
# OpenROAD 26Q1-2900-gdf79404cd8, Yosys 0.63+post, stock flow scripts
make -C /OpenROAD-flow-scripts/flow DESIGN_CONFIG=/design/flow/config.mk WORK_HOME=/design/flow/orfs finish
```
==> run notes <==
Physical implementation status

The count of TritonRoute iterations in the first routing pass stands at 7. For this design, the CTS-stage hold fixing added 0 buffers. The clock arrives with 0 ps of skew. The area of the core region stands at 17500 um2. The setup path with the least slack is of type in2out. The post-synthesis cell type count stands at 86. The wire length per cell stands at 19.5 um.

Summed over all layers, the global routing overflow is 0. Entering global routing, the biggest net connects 67 pins. Post-synthesis, Yosys gives the total cell area as 9060 um2. The total tool warning count stands at 58. The die width stands at 137 um. Max-slew check failures listed in the final report amount to 0. The average size of a mapped cell stands at 8.09 um2. The number of resized instances in the post-cts repair step stands at 0. The number of register pins that no clock reaches stands at 16.

CTS placed an instance of clkbuf_16 at the clock tree root. Walking the worst path, the cells encountered are clkdlybuf4s50_1 > nor2b_1 > buf_4 > a2bb2oi_1 > inv_1 > ha_1 > or2_2 > a21oi_1 > a211oi_1 > nor3_1 > o31ai_1 > nand2_1 > nand2_1 > o41ai_1 > o22ai_1 > dlxtn_1 > clkdlybuf4s50_1. The total number of vias stands at 8759. The worst register-to-register path begins at IDEXRB.OImm[1]$_SDFFE_PP0P_. TritonCTS built the clock tree. After detailed routing, the total wire length is 29500 um. Yosys attributes the largest share of cell area to dfxtp_1, mux2i_1, nor2_1. The total I/O pin count stands at 200.

The first-pass GRT wire length stands at 45500 um. In the floorplan report the effective utilization is 51.8%. The insertion delay of the later-clocked pin in the worst-skew pair stands at 340 ps. The capture point of the worst register-to-register path is recorded as IDEXRB.OImm[1]$_SDFFE_PP0P_.

The number of buffers and inverters on the critical path is 4. Per STA, the worst path accumulates the most delay in the family AND-OR/OR-AND gates. The commonest cells after synthesis are mux2i_1, nor2_1, dfxtp_1.

The combined area of all synthesized cells stands at 9060 um2. OpenSTA lists the critical path startpoint as muxFwd1select[0]. The highest ir drop seen on vdd stands at 0.0642 mV. 16 endpoints have no timing constraint. The synthesized instance count stands at 1120. The via count of the first global-routing pass stands at 8215.

The number of H-tree levels stands at 3. The final tally of setup violations stands at 0. The number of antenna-violating nets in the routed design stands at 0. The number of hold violations in the final report stands at 0. For this run, design rule violations remaining after detail routing come to 0. After synthesis, the share of flip-flops with an asynchronous set or reset is 0%.

The power per cell area stands at 88.6 nW/um2. The number of cells in the yosys synthesis report stands at 1120. The reported leakage power stands at 0.00501 uW. Counting buffers and inverters, the worst setup path is 17 cells deep. The signed area change from the synthesized netlist to the final layout stands at 25.7%. STA classifies the critical path endpoint as an output port. The yosys warning tally stands at 2. In the final layout, the share of cells above drive strength 1 is 6.14%. After routing, the total negative slack on setup checks comes to 0 ps. The die extent in y stands at 137 um. Looking at the clock tree report, the maximum root-to-sink buffer count equals 2.

The ratio of final minimum period to clock period stands at 80.4%. The max-cap check violation count stands at 0. The largest driver fanout on the critical path stands at 17. The arrival time reported for the critical path endpoint stands at 7970 ps.

The maximum cell stage delay along the critical path stands at 770 ps. The post-detailed-placement half-perimeter wirelength stands at 22800 um. STA classifies the critical path startpoint as a primary input. Headroom to the max-slew limit came out at 39.4%. The placement report lists the number of port buffers as 199. The post-synth tally of flip-flops with integrated enable stands at 0.

Per the detail_route report, vias per standard cell equal 5.79. Once the clock tree was built, the setup fixing pass inserted 0 buffers. The transition at the pin with the smallest max-transition slack stands at 905 ps. The final estimated routing congestion in global placement stands at 1.04.

The type recorded for the worst min-delay path is reg2reg. In this run, synthesis produced a sequential element count of 114. The worst register-to-register path depth is 2. The largest individual stage delay along the critical path comes from the cell clkdlybuf4s50_1.

The post-layout worst setup margin stands at 2590 ps. Clock tree synthesis inserted a total of 9 buffers. Prior to clock tree synthesis, the placed netlist has a worst setup slack of 2720 ps. The total track usage stands at 32.5%. In this run the worst setup path terminates at OALUResult[15]. The DRC marker count from the first detailed-route iteration stands at 700. Setup repair after global routing left no endpoint under its margin. The endpoint required time on the critical path stands at 10560 ps. The clock period could shrink to 10610 ps. dfxtp_1 takes more of the synthesized area than any other cell. The synthesis report names the predominant flop master as dfxtp_1. STA reports a reg2reg setup slack of 12500 ps. The synthesis stats list as the most numerous cell mux2i_1.

The flow ran to the end, and the final reports show no timing, DRC or antenna violations. On the reported timing paths, the clock transition at the registers reads 70 ps. The initial antenna violation count is 1. The site row count stands at 48. The share of the synthesized area in the top cell type stands at 21.7%. The highest clock rate this design can be run at is 0.0942 GHz.

The chip footprint stands at 18700 um2.
==> worst reg2reg max path, stage by stage, from the launching register on <==
cell,delay [ps]
dfxtp_1,440
mux2i_1,100
nor2_1,100
==> placed cells by master, fill, tap and decap left out, types with 6 or more instances in the layout <==
cell type,netlist,routed
buf_4,14,21
conb_1,1,16
nor2_1,179,179
a21o_1,6,6
nand2_1,63,63
nand2b_1,10,10
a211oi_1,15,15
dlxtn_1,16,16
nand3_1,16,16
nor3_1,19,19
o21ai_0,53,53
clkdlybuf4s50_1,0,197
a31oi_1,8,8
dfxtp_1,98,98
nor2b_1,12,12
ha_1,49,49
xnor2_1,13,13
mux2_2,22,22
a2bb2oi_1,19,19
a21oi_1,63,63
mux2i_1,183,183
clkbuf_16,0,9
o211ai_1,13,13
o22ai_1,12,12
nand3b_1,8,8
inv_1,49,49
==> area by class of cell <==
cell class                      count  area (um2)
Clock inverter                      3        47.5
Sequential cell                   114        2200
Timing Repair Buffer              218        2130
Multi-Input combinational cell    888        6260
Inverter                           52         200
Fill cell                        1532        6090
Clock buffer                       12         256
Tap cell                          225         282
Antenna cell                        1        2.50
==> metrics by stage <==
stage | cells | hold slack, ps | utilization [%] | total power [uW] | instance area (um2)
detailed placement | 1497 | 481 | 63.4 | 738 | 11100
finish | 1513 | 489 | 65.1 | 1010 | 11400
global placement | 1497 | 471 | 63.4 | 736 | 11100
floorplan | 1135 | 437 | - | 598 | 9110
global route | 1512 | 525 | 65.1 | 1060 | 11400
CTS | 1512 | 497 | 65.1 | 1010 | 11400
==> worst min path at each step <==
stage / start / endpoint / depth (start not counted)
CTS: IDEXRB.O3rdArg[0]$_SDFFE_PP0P_ / IDEXRB.O3rdArg[0]$_SDFFE_PP0P_ / 2
global route: IDEXRB.OPCP2[3]$_SDFFE_PP0P_ / IDEXRB.OPCP2[3]$_SDFFE_PP0P_ / 2
finish: IDEXRB.O3rdArg[11]$_SDFFE_PP0P_ / IDEXRB.O3rdArg[11]$_SDFFE_PP0P_ / 2
==> registers in the layout, indices dropped and copies added, names as in the netlist <==
name              cells
exALU.OutputData     16
IDEXRB.ORs1           3
IDEXRB.ORegStore      2
IDEXRB.O1stArg       16
IDEXRB.O2ndArg       16
IDEXRB.O3rdArg       16
IDEXRB.OImm          16
IDEXRB.OALUOP         3
IDEXRB.OMemWrite      1
IDEXRB.OMemRead       1
IDEXRB.ORegWrite      1
IDEXRB.OALUSrc        1
IDEXRB.ORd            3
IDEXRB.ORs2           3
IDEXRB.OPCP2         16
==> power breakdown <==
part	switching [uW]	total [uW]	internal, uW
Combinational	219	405	187
Clock	114	271	157
Sequential	11.7	332	320
Total	344	1010	664
==> layer usage <==
| metal | wire length (um) | vias up | part of all wire [%] | GRT usage (%) |
|---|---|---|---|---|
| met3 | 2100 | 52 | 7.1 | 6.39 |
| met5 | 0 | - | 0 | 0 |
| met4 | 985 | 0 | 3.3 | 9.75 |
| met1 | 12500 | 4064 | 42 | 44.2 |
| li1 | - | 4318 | - | - |
| met2 | 13900 | 325 | 47 | 52.9 |
==> cells by family (layout without fill, tap and decap cells) <==
group	count (synthesis)	after routing	share of synthesized area, %
mux	209	209	23.7
xor+xnor	16	16	1.55
flops	98	98	21.7
latches	16	16	2.65
fa+ha+maj	51	51	7.21
buf+inv	133	285	7.21
other cells	1	17	0.0414
compound gates	261	261	19.6
simple gates	335	335	16.4
Power figures rest on the tool's default switching activity, not on a simulated workload.
