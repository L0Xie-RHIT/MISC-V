`./config.mk`:
```
export PLATFORM = sky130hd
export DESIGN_NAME = Decode_Stage
export DESIGN_NICKNAME = Decode_Stage
export VERILOG_FILES = /design/flow/design.v
export SDC_FILE = /design/flow/constraint.sdc
export NUM_CORES = 4
export LEC_CHECK = 1
export CORE_UTILIZATION = 30
```
`./constraint.sdc`:
```
current_design Decode_Stage

set clk_period 9.4
set clk_io_pct 0.2

create_clock -name clk0 -period $clk_period [get_ports {clk}]

set non_clock_inputs [all_inputs -no_clocks]
set_input_delay [expr $clk_period * $clk_io_pct] -clock clk0 $non_clock_inputs
set_output_delay [expr $clk_period * $clk_io_pct] -clock clk0 [all_outputs]
```
`./design.v`:
```
module Comparator(
	input [15:0] FirstInput,
	input [15:0] SecondInput,
   	input [0:0] CLK,
	input [2:0] OPCode,
   	output reg [0:0]BranchComparison
);
always @ (*)
begin
	if (OPCode > 5) begin
		BranchComparison = 1;
	end
	else begin
		if (OPCode[0] == 0) begin
			if (FirstInput == SecondInput) begin 
			BranchComparison = 1;
			end
			else BranchComparison = 0;
		end
		else begin
			if (FirstInput < SecondInput) begin
				BranchComparison = 1;
			end
			else BranchComparison = 0;
		end
	end
end
endmodule
module Control(
    input [2:0] opcode,
    input [3:0] func,
    input reset,
	input CLK,
    output reg RegWrite,
    output reg ALUsrc,
    output reg [2:0] ALUop,
    output reg MemWrite,
    output reg MemRead,
    output reg [1:0] RegStore,
    output reg Branch,
	output reg JumpOut
);
always @ *
begin
    if(opcode == 0) begin  
		ALUsrc = 1;
		RegStore = 1;
		RegWrite = 1;
		MemRead = 0;
		MemWrite = 0;
		Branch = 0;
		JumpOut = 0;
		if(func == 0) begin
			ALUop = 1;
		end
		if(func == 1) begin
			ALUop = 2;
		end
		if(func == 2) begin
			ALUop = 3;
		end
		if(func == 3) begin
			ALUop = 4;
		end
	 end
	 if(opcode == 1) begin  
		ALUsrc = 0;
		RegStore = 1;
		RegWrite = 1;
		MemRead = 0;
		MemWrite = 0;
		Branch = 0;
		JumpOut = 0;
		if(func[3:2] == 0) begin
			ALUop = 1;
		end
		if(func[3:2] == 1) begin
			ALUop = 5;
		end
		if(func[3:2] == 2) begin
			ALUop = 6;
		end
		if(func[3:2] == 3) begin
			ALUop = 7;
		end
	 end
	 if(opcode == 2) begin  
		ALUsrc = 0;
		RegStore = 0;
		RegWrite = 1;
		MemRead = 1;
		MemWrite = 0;
		Branch = 0;
		JumpOut = 0;
		ALUop = 1;
	 end
	 if(opcode == 3) begin  
		ALUsrc = 0;
		RegStore = 0;
		RegWrite = 0;
		MemRead = 0;
		MemWrite = 1;
		Branch = 0;
		JumpOut = 0;
		ALUop = 1;
	 end
	 if(opcode == 4 || opcode == 5) begin  
		ALUsrc = 0;
		RegStore = 0;
		RegWrite = 0;
		MemRead = 0;
		MemWrite = 0;
		Branch = 1;
		JumpOut = 0;
		ALUop = 2;
	 end
	 if(opcode == 6) begin  
		ALUsrc = 0;
		RegStore = 2;
		RegWrite = 1	;
		MemRead = 0;
		MemWrite = 0;
		Branch = 1;
		JumpOut = 0;
		ALUop = 0;
	 end
	 if(opcode == 7) begin  
		ALUsrc = 0;
		RegStore = 0;
		RegWrite = 0;
		MemRead = 0;
		MemWrite = 0;
		Branch = 1;
		JumpOut = 1;
		ALUop = 0;
	 end
	 if(reset == 1) begin  
		ALUsrc = 0;
		RegStore = 0;
		RegWrite = 0;
		MemRead = 0;
		MemWrite = 0;
		Branch = 0;
		JumpOut = 0;
		ALUop = 0;
	end
end
endmodule
module Decode_Stage(
    input [15:0] IPCP2,
    input [15:0] pc_in,
    input [15:0] ir_in,
    input [2:0] loadAddr,
    input [15:0] loadData,
    input [1:0] comparatorMux1Control,
    input [1:0] comparatorMux2Control,
    input [15:0] comparatorMuxForwardMEM,
    input [15:0] comparatorMuxForwardWB,
    input rf_write,
    input reset,
    input clk,
    input RB_write,
    output RegWrite,
    output ALUSrc,
    output [2:0] ALUOp,
    output [0:0] MemWrite,
    output [0:0] MemRead,
    output [1:0] RegStore,
    output [15:0] OPCP2,
    output [15:0] Arg1,
    output [15:0] Arg2,
    output [15:0] Arg3,
    output [15:0] Imm,
    output [2:0] Rs1,
    output [2:0] Rs2,
    output [2:0] Rd,
    output [15:0] new_pc,
    output [0:0] jump
);
wire [15:0] pc;
wire [15:0] ir;
IF_ID IFIDRB(
    .IPCP2(IPCP2),
    .IPC(pc_in),
    .IIR(ir_in),
    .CLK(clk),
    .Reset(reset),
    .RegWrite(RB_write),
    .OPCP2(OPCP2),
    .OPC(pc),
    .OIR(ir)
);
assign Rs1 = ir[8:6];
assign Rs2 = ir[11:9];
assign Rd = ir[5:3];
wire BranchCon;
wire JumpCon;
Control CUnit(
    .opcode(ir[2:0]),
    .func(ir[15:12]),
    .reset(reset),
    .CLK(clk),
    .RegWrite(RegWrite),
    .ALUsrc(ALUSrc),
    .ALUop(ALUOp),
    .MemWrite(MemWrite),
    .MemRead(MemRead),
    .RegStore(RegStore),
    .Branch(BranchCon),
    .JumpOut(JumpCon)
);
wire [15:0] arg1;
wire [15:0] arg2;
wire [15:0] arg3;
Register_File Regs(
    .Reg_address1(ir[8:6]),
    .Reg_address2(ir[11:9]),
    .Reg_address3(ir[5:3]),
    .Reg_input_address(loadAddr),
    .Reg_input_data(loadData),
    .CLK(clk),
    .Reset(reset),
    .Reg_Write(rf_write),
    .Reg_output1(arg1),
    .Reg_output2(arg2),
    .Reg_output3(arg3)
);
wire [15:0] immCon;
Imm_Gen genie(
    .instruction(ir),
    .immediate(immCon)
);
assign Imm = immCon;
wire [15:0] comparatorData1;
wire [15:0] comparatorData2;
mux16b4 comparatorMux1(
    .a(comparatorMuxForwardMEM),
    .b(comparatorMuxForwardWB),
    .c(arg1),
    .d(16'b0),
    .s(comparatorMux1Control),
    .r(comparatorData1)
);
mux16b4 comparatorMux2(
    .a(comparatorMuxForwardMEM),
    .b(comparatorMuxForwardWB),
    .c(arg2),
    .d(16'b0),
    .s(comparatorMux2Control),
    .r(comparatorData2)
);
reg [15:0] pc_added;
wire branchCompCon;
Comparator comp(
    .FirstInput(comparatorData1),
    .SecondInput(comparatorData2),
    .CLK(clk),
    .OPCode(ir[2:0]),
    .BranchComparison(branchCompCon)
);
assign jump = ~(BranchCon && branchCompCon);
always @ * begin
    pc_added = pc + immCon;
end
mux16b2 jumpMux(
    .a(pc_added),
    .b(arg3),
    .s(JumpCon),
    .r(new_pc)
);
assign Arg1 = arg1;
assign Arg2 = arg2;
assign Arg3 = arg3;
endmodule
module IF_ID(
    input [15:0] IPCP2,
    input [15:0] IPC,
    input [15:0] IIR,
    input CLK,
    input Reset,
    input RegWrite,
    output reg [15:0] OPCP2,
    output reg [15:0] OPC,
    output reg [15:0] OIR
);
always @ (posedge(CLK))
begin
    if (Reset != 1) begin
        if(RegWrite == 1) begin
            OPC <= IPC;
            OPCP2 <= IPCP2;
            OIR <= IIR;
        end
    end else begin 
        OPCP2 <= 'h0000;
        OPC <= 'h0000;
        OIR <= 'h0000;
    end
end
endmodule
module Imm_Gen(
    input [15:0] instruction,
    output reg [15:0] immediate
);
wire [2:0] opcode = instruction[2:0];
always @* begin
    case (opcode)
        3'b001: immediate = {{11{instruction[13]}}, {instruction[13:9]}};
        3'b010: immediate = {{9{instruction[15]}}, {instruction[15:9]}};
        3'b011: immediate = {{9{instruction[15]}}, {instruction[15:9]}};
        3'b100: immediate = {{9{instruction[15]}}, {instruction[15:12]}, {instruction[5:3]}, 1'b0};
        3'b101: immediate = {{8{instruction[15]}}, {instruction[15:12]}, {instruction[5:3]}, 1'b0};
        3'b110: immediate = {{5{instruction[15]}}, {instruction[15:6]}, 1'b0};
        3'b111: immediate = {{5{instruction[15]}}, {instruction[15:6]}, 1'b0};
        default: immediate = 16'b0;
endcase
end
endmodule
module Register(
    input [15:0] reg_input,
    input [0:0] reg_write,
    input [0:0] reset,
    input [0:0] CLK,
    output reg [15:0] reg_output
);
always @ (posedge(CLK))
begin
    if (reset != 1) begin
        if (reg_write == 1) begin
            reg_output = reg_input;
        end
    end else begin 
        reg_output = 'h0000;
    end
end
endmodule
module Register_File(
    input [2:0] Reg_address1,
    input [2:0] Reg_address2,
    input [2:0] Reg_address3,
    input [2:0] Reg_input_address,
    input [15:0] Reg_input_data,
    input CLK,
    input Reset,
    input Reg_Write,
    output [15:0] Reg_output1,
    output [15:0] Reg_output2,
    output [15:0] Reg_output3
);
wire [15:0] registers[7:0];
wire [7:0] decoder_output;
decoder3b8 decoder_inst (.in(Reg_input_address), .out(decoder_output));
Register reg0(.reg_input(Reg_input_data), .reg_write(decoder_output[0] && Reg_Write),
    .reset(1'b1), .CLK(~CLK), .reg_output(registers[0]));
Register reg1(.reg_input(Reg_input_data), .reg_write(decoder_output[1] && Reg_Write),
    .reset(Reset), .CLK(~CLK), .reg_output(registers[1]));
Register reg2(.reg_input(Reg_input_data), .reg_write(decoder_output[2] && Reg_Write),
    .reset(Reset), .CLK(~CLK), .reg_output(registers[2]));
Register reg3(.reg_input(Reg_input_data), .reg_write(decoder_output[3] && Reg_Write),
    .reset(Reset), .CLK(~CLK), .reg_output(registers[3]));
Register reg4(.reg_input(Reg_input_data), .reg_write(decoder_output[4] && Reg_Write),
    .reset(Reset), .CLK(~CLK), .reg_output(registers[4]));
Register reg5(.reg_input(Reg_input_data), .reg_write(decoder_output[5] && Reg_Write),
    .reset(Reset), .CLK(~CLK), .reg_output(registers[5]));
Register reg6(.reg_input(Reg_input_data), .reg_write(decoder_output[6] && Reg_Write),
    .reset(Reset), .CLK(~CLK), .reg_output(registers[6]));
Register reg7(.reg_input(Reg_input_data), .reg_write(decoder_output[7] && Reg_Write),
    .reset(Reset), .CLK(~CLK), .reg_output(registers[7]));
    wire [15:0] mux_connection1[1:0];
    wire [15:0] output1;
    mux16b4 lower1_mux1(.a(registers[0]), .b(registers[1]), .c(registers[2]), .d(registers[3]), 
                .s(Reg_address1[1:0]), .r(mux_connection1[0]));
    mux16b4 lower2_mux1(.a(registers[4]), .b(registers[5]), .c(registers[6]), .d(registers[7]), 
                .s(Reg_address1[1:0]), .r(mux_connection1[1]));
    mux16b2 upper_mux1(.a(mux_connection1[0]), .b(mux_connection1[1]), .s(Reg_address1[2]), .r(output1));
    wire [15:0] mux_connection2[1:0];
    wire [15:0] output2;
    mux16b4 lower1_mux2(.a(registers[0]), .b(registers[1]), .c(registers[2]), .d(registers[3]), 
                .s(Reg_address2[1:0]), .r(mux_connection2[0]));
    mux16b4 lower2_mux2(.a(registers[4]), .b(registers[5]), .c(registers[6]), .d(registers[7]), 
                .s(Reg_address2[1:0]), .r(mux_connection2[1]));
    mux16b2 upper_mux2(.a(mux_connection2[0]), .b(mux_connection2[1]), .s(Reg_address2[2]), .r(output2));
    wire [15:0] mux_connection3[1:0];
    wire [15:0] output3;
    mux16b4 lower1_mux3(.a(registers[0]), .b(registers[1]), .c(registers[2]), .d(registers[3]), 
                .s(Reg_address3[1:0]), .r(mux_connection3[0]));
    mux16b4 lower2_mux3(.a(registers[4]), .b(registers[5]), .c(registers[6]), .d(registers[7]), 
                .s(Reg_address3[1:0]), .r(mux_connection3[1]));
    mux16b2 upper_mux3(.a(mux_connection3[0]), .b(mux_connection3[1]), .s(Reg_address3[2]), .r(output3));
assign Reg_output1 = output1;
assign Reg_output2 = output2;
assign Reg_output3 = output3;
endmodule
module decoder3b8(
    input [2:0] in,
    output [7:0] out
);
assign out[0] = (in == 3'b000) ? 1 : 0;
assign out[1] = (in == 3'b001) ? 1 : 0;
assign out[2] = (in == 3'b010) ? 1 : 0;
assign out[3] = (in == 3'b011) ? 1 : 0;
assign out[4] = (in == 3'b100) ? 1 : 0;
assign out[5] = (in == 3'b101) ? 1 : 0;
assign out[6] = (in == 3'b110) ? 1 : 0;
assign out[7] = (in == 3'b111) ? 1 : 0;
endmodule
module mux16b2(
    input[15:0] a,
    input[15:0] b,
    input[0:0] s,
    output[15:0] r
);
assign r = (s == 0) ? a : b;
endmodule
module mux16b4(
    input[15:0] a,
    input[15:0] b,
    input[15:0] c,
    input[15:0] d,
    input[1:0] s,
    output[15:0] r
    );
assign r = s[1] ? (s[0] ? d : c) : (s[0] ? b : a); 
endmodule
```
`./run.sh`:
```
#!/bin/bash
# OpenROAD 26Q1-2900-gdf79404cd8, Yosys 0.63+post, stock flow scripts
make -C /OpenROAD-flow-scripts/flow DESIGN_CONFIG=/design/flow/config.mk WORK_HOME=/design/flow/orfs finish
```
==> impl_metrics.csv <==
group,metric,value,unit
routing,detail_route.wl_per_cell,19.1,µm
worst_setup_path,critPathRequiredTime,7.52,ns
final_timing,whs,0.474,ns
final_layout,fin_cells,2148,
final_layout,utilization,0.420,
yosys,synth_chip_area,10800,µm²
yosys,xor_area_frac,0.00973,
worst_setup_path,cpPeakStageDelay,0.48,ns
final_layout,lay_top_cells,"nand2_1, clkdlybuf4s50_1, a21oi_1, inv_1, dfxtp_1",
final_timing,tightestPinTransition,0.894,ns
grt,grt_pass1_wl,60500,µm
final_timing,tns,-0.199,ns
worst_setup_path,crit_slowest_cell,"mux4_2",
yosys,mux_share,0.231,
yosys,top_area_cell,"dfxtp_1",
floorplan,core_area,35500,µm²
placed_design,dp_hpwl,27600,µm
grt,grt_pass1_vias,10500,
yosys,ys_ff,171,
final_timing,rsz0062_at_grt,"true",
power,p_per_area,132,nW/µm²
final_timing,drv_slew,0,
final_timing,layout_setup_ws,-0.199,ns
placed_design,dp_cells,2002,
power,power.total,1.97,mW
yosys,post_synth.cell_area_avg,8.18,µm²
yosys,async_flop_share,0,
yosys,ys_cells,1321,
final_timing,unclocked_regs,11,
routing,routed_wl,41100,µm
yosys,synth.top_cell.area_share,0.296,
yosys,aoi_share,0.180,
outcome,violations,"negative setup slack",
clocking,clkTransAtPathRegs,0.03,ns
yosys,syn_area,10800,µm²
worst_setup_path,critical_path_class,"flop to output port",
final_layout,layout-drive-gt1-share,0.159,
floorplan,die_y,192,µm
grt,grt-ovfl-total,0,
floorplan,die-area,36800,µm²
floorplan,fp_util,0.304,
grt,antenna_found_initial,0,
routing,vias,11100,
placed_design,port_buffers,221,
yosys,synth-edff-count,0,
yosys,ff_type,"dfxtp_1",
placed_design,gp_congestion,0.916,
routing,dr.first_iter.drc_count,751,
placed_design,pre_cts_slack,-0.172,ns
final_timing,unconstrained_endpoints,14,
power,vdd_ir_drop_max,119,µV
routing,vias_per_cell,5.15,
final_layout,syn_to_final_growth,38.0,%
min_path,hold_class,"flop to flop",
floorplan,rows,69,
worst_setup_path,rrSetupSlack,8.18,ns
worst_setup_path,crit_chain,"mux4_2 -> inv_2 -> a21oi_2 -> mux2i_1 -> nor2_1 -> a21oi_1 -> ha_1 -> a21oi_1 -> o21ai_1 -> a21o_1 -> a211o_1 -> o211ai_1 -> a32oi_1 -> buf_2",
yosys,yosysWarningCount,10,
final_layout,mostFrequentLayoutCell,"nand2_1",
worst_setup_path,path_common_cell,"a21oi_1",
clocking,cts_tree,"built",
yosys,postSynthCellCount,1321,
clocking,clockRootBuffer,"clkbuf_16",
clocking,htreeDepth,4,
routing,drtAntennaViolNets,0,
worst_setup_path,crit_arrival,7.72,ns
grt,grt_max_degree,112,
clocking,clockBufferDepth,2,
outcome,status,"finished, violations left",
final_timing,fin_skew,0,ns
worst_setup_path,cp_num_buf_inv,2,
yosys,fa_ha_area_frac,0.0378,
flow_run,maxCapViolations,0,
flow_run,warnings,142,
grt,grt_usage,0.225,
routing,drc_errors,0,
yosys,topCombFamilyByArea,"multiplexers",
final_timing,hold_viol_final,0,
worst_setup_path,crit_path_end_kind,"output port",
floorplan,die_w,192,µm
floorplan,pin_count,222,
power,p_leak,6.06,nW
yosys,yosysUniqueCellTypes,59,
yosys,synth-simple-area-share,0.161,
yosys,synth.area.top_cells,"dfxtp_1, mux4_2, nand2_1, a21oi_1, mux2i_1",
clocking,postCtsHoldBufs,0,
placed_design,placed_cell_area,13900,µm²
final_timing,setup_violations,1,
clocking,clk_latency,0.43,ns
final_timing,max_slew_margin,0.403,
final_layout,final_area,14900,µm²
worst_setup_path,cp_top_family,"AND-OR/OR-AND gates",
worst_setup_path,path_max_fanout,3,
worst_setup_path,startpoint_type,"flop",
routing,first_pass_iters,7,
clocking,cts-buffers-inserted,17,
[final timing paths]
check | endpoint | from | depth (start not counted)
setup / recovery | jump[0] | Regs.reg7.reg_output[9] | 14
hold / removal | Regs.reg5.reg_output[6] | Regs.reg5.reg_output[6] | 2
setup reg to reg | IFIDRB.OIR[3] | IFIDRB.OIR[3] | 3
hold reg to reg | Regs.reg5.reg_output[6] | Regs.reg5.reg_output[6] | 2
[cell usage after synthesis (15+ instances only)]
master	number
mux2_2	53
nor2_1	88
mux2i_1	82
a21oi_1	197
dfxtp_1	160
inv_1	52
buf_2	23
a221oi_1	46
o21ai_0	41
clkbuf_1	70
mux4_2	48
nor2b_1	15
nand2_1	281
ha_1	31
[area by class of cell]
cell class | instances | area [µm²]
Clock inverter | 125 | 497
Multi-Input combinational cell | 989 | 6780
Antenna cell | 2 | 5.00
Sequential cell | 171 | 3370
Timing Repair Buffer | 329 | 3020
Fill cell | 3424 | 20600
Tap cell | 461 | 577
Inverter | 52 | 195
Clock buffer | 19 | 454
[per-layer routing]
layer  vias up  share of wire  track usage
li1       5362              -            -
met3        64           0.11        0.102
met2       491           0.45        0.338
met4         2          0.038       0.0806
met1      5135           0.40        0.285
met5         -         0.0013       0.0124
[worst reg2reg max path, delay by kind of cell (launching register included)]
kind / cells / cell delay (ns)
mux: 1 / 0.16
simple gates: 1 / 0.11
buf+inv: 1 / 0.55
flops: 1 / 0.32
[power by group]
part,switching (mW),internal (mW)
Combinational,0.209,0.210
Clock,0.409,0.413
Sequential,0.0182,0.708
[cells by family (layout without fill, tap and decap cells)]
group / after synthesis / count (layout)
adder cells (fa/ha/maj): 32 / 32
AND-OR/OR-AND: 327 / 327
other: 1 / 10
multiplexers: 183 / 183
flip-flops: 160 / 160
latches: 11 / 11
AND/OR/NAND/NOR: 427 / 427
buffers and inverters: 168 / 525
XOR/XNOR: 12 / 12
[sequential cells by signal (all words and copies together) (netlist names), 3 cells and up]
| signal | count |
|---|---|
| CUnit.ALUop | 3 |
| IFIDRB.OIR | 16 |
| IFIDRB.OPC | 16 |
| IFIDRB.OPCP2 | 16 |
| Regs.reg1.reg_output | 16 |
| Regs.reg2.reg_output | 16 |
| Regs.reg3.reg_output | 16 |
| Regs.reg4.reg_output | 16 |
| Regs.reg5.reg_output | 16 |
| Regs.reg6.reg_output | 16 |
| Regs.reg7.reg_output | 16 |
[what timing repair did]
action                                  CTS  global route
endpoints found under the setup margin    1             1
pin swaps                                 9             5
gates resized                             8             7
buffers inserted                          1             0
hold endpoints to repair                  0             0
Power figures rest on the tool's default switching activity, not on a simulated workload.
